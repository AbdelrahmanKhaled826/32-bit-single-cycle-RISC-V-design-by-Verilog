$ cat /design/flow/config.mk
export PLATFORM = sky130hd
export DESIGN_NAME = execute_stage
export DESIGN_NICKNAME = execute_stage
export VERILOG_FILES = /design/flow/design.v
export SDC_FILE = /design/flow/constraint.sdc
export NUM_CORES = 4
export LEC_CHECK = 1
export CORE_UTILIZATION = 30
$ cat /design/flow/constraint.sdc
current_design execute_stage

set clk_period 1.0
set clk_io_pct 0.2

create_clock -name clk0 -period $clk_period

set non_clock_inputs [all_inputs -no_clocks]
set_input_delay [expr $clk_period * $clk_io_pct] -clock clk0 $non_clock_inputs
set_output_delay [expr $clk_period * $clk_io_pct] -clock clk0 [all_outputs]
$ cat /design/flow/design.v
`timescale 1ns / 1ps
module adder #(
parameter N=32
)(
input wire  [N-1:0] A,B,
input wire  cin,
output wire [N-1:0] sum,
output wire carry
   );
   reg [N:0] c;
   reg [N-1:0] p,g,s; 
   integer i;
   always @(*)begin
       c[0]=cin;
       for(i=0;i<N;i=i+1)begin
           g[i]=A[i] & B[i];
           p[i]=A[i] ^ B[i];
           s[i]=c[i] ^ p[i];
           c[i+1]=g[i]| (p[i] & c[i] ); 
       end
   end
   assign sum= s;
   assign carry=c[N];
endmodule
module alu (
	input 	wire 		     [3:0]	op_code,
	input 	wire    signed	 [31:0]	srca,
	input	wire 	signed   [31:0]	srcb,
	input   wire             [4:0]  shamt,
	input   wire             overflow_check,
	output	reg     signed   [31:0] alu_res,
	output  overflow,
	output zero_flag
	);
wire   [31:0]	srca_unsigned;
wire   [31:0]	srcb_unsigned;
wire   [31:0]   alu_res_temp; 
wire   [31:0]   srca_2s,srcb_2s,alu_sum;
adder #(32) srca_2s_INS(.A(~srca),.B(32'd1),.cin(1'b0),.sum(srca_2s),.carry());
adder #(32) srcb_2s_INS(.A(~srcb),.B(32'd1),.cin(1'b0),.sum(srcb_2s),.carry());
adder #(32) sum_INS(.A(srca),.B(srcb),.cin(1'b0),.sum(alu_sum),.carry());
assign srca_unsigned=(srca[31]==1'b1)? srca_2s:srca;
assign srcb_unsigned=(srcb[31]==1'b1)? srcb_2s:srcb;
assign alu_res_temp= srca - 	srcb;
	always @(*)begin
		case(op_code)
		4'b0000:	alu_res=	srca & 	srcb;
		4'b0001:	alu_res=	srca | 	srcb;
		4'b0010:	alu_res=	alu_sum;
		4'b0011:                             ;
		4'b0100:	alu_res=	srca ^  srcb;
		4'b0101:	alu_res=  ~(srca |  srcb);
		4'b0110:	alu_res=   alu_res_temp;   
		4'b0111:begin 
			         alu_res=	alu_res_temp;
			         alu_res={{31{1'b0}},alu_res[31]};
			     end
		4'b1000: begin  
		             alu_res= srca_unsigned - srcb_unsigned	;  
		             alu_res={{31{1'b0}},alu_res[31]};
		          end               
		4'b1001:     alu_res= srcb << shamt  ; 
		4'b1010:     alu_res= srcb >> shamt   ; 
		4'b1011:     alu_res= srcb >>> shamt  ; 
		4'b1100:     alu_res= srcb << srca[4:0]    ;  
		4'b1101:     alu_res= srcb >> srca[4:0]    ; 
		4'b1110:     alu_res= srcb >>> srca[4:0]  ; 
		4'b1111:                             ;
		default:alu_res=	srca ;
       endcase
	end
	assign zero_flag =(alu_res==32'b0)?1'b1:1'b0;
	assign overflow=(overflow_check)? srca[31] & srcb[31] & ~alu_sum[31] | ~srca[31] & ~srcb[31] & alu_sum[31] | ~srca[31] & srcb[31] & alu_res_temp[31] | srca[31] & ~srcb[31] & ~alu_res_temp[31] :1'b0;
endmodule
`timescale 1ns / 1ps
module execute_stage(
input       [31:0]  ea,eb,eimm,             
input       [4:0]   ern0,                    
input       [31:0]  epc4,                   
input               ejal,ealuimm,
input       [3:0]   ealuc,
input       [5:0]   eop,
input       [4:0]   eshamt,
output      [4:0]   ern,  
output      [31:0]  ealu                   
    );
    wire            [31:0]  epc8;
    wire            [31:0]  in2alu;
    wire    signed  [31:0]  alu_out; 
    mux srcB_MUX(.A(eb),.B(eimm),.SEL(ealuimm),.OUT(in2alu));
alu ALU_INS(
        .op_code(ealuc),
        .srca(ea),
        .srcb(in2alu),
        .shamt(eshamt),
        .alu_res(alu_out)
        );
mux JALR(.A(alu_out),.B(epc4),.SEL(ejal),.OUT(ealu));
 assign   ern   =   (ejal==1'b1)?   5'b11111:ern0;
endmodule
`timescale 1ns / 1ps
module mux(
input [31:0] A,
input [31:0] B,
input wire SEL,
output [31:0]OUT
    );
    assign OUT=(SEL==1'b0)? A : B;
endmodule
$ cat /design/flow/run.sh
#!/bin/bash
# OpenROAD 26Q1-2900-gdf79404cd8, Yosys 0.63+post, stock flow scripts
make -C /OpenROAD-flow-scripts/flow DESIGN_CONFIG=/design/flow/config.mk WORK_HOME=/design/flow/orfs finish
==> reports/summary.rpt <==
====================================================================================
Total congestion overflow .............................................            0
Total Routed Length ...................................................     80230 um
Number of storage elements in the synthesis netlist ...................           32
HPWL after detailed placement .........................................     64590 um
Number of global-route vias before repair .............................        15700
Number of antenna violations at the first check in global routing .....            1
Capturing element type of the critical path ...........................  output port
Area leader share .....................................................       16.52%
Max transition margin .................................................       25.70%
Sequential Area .......................................................   480.5 um^2
Area of placed instances ..............................................   16690 um^2
Number of register pins that no clock reaches .........................           32
Maximum net fanout on the critical path ...............................            6
P&R area growth vs syn ................................................       19.45%
Top FF cell, synth ....................................................      dlxtn_1
Die outline width .....................................................     218.7 um
Crit path DRT .........................................................      0.80 ns
Number of instances in the synthesized netlist ........................         1983
Share of flip-flops with an asynchronous set or reset after synthesis .           0%
Peak ir drop on the vdd network .......................................    0.4069 mV
Pwr/cell area ......................................................... 664.7 nW/um^2
First-pass DRT Iterations .............................................            6
Count of flip-flops with a built-in enable after synthesis ............            0
Synthesized area per cell .............................................   7.106 um^2
Yosys stat chip area ..................................................   14090 um^2
Multi-input combinational cell area ...................................   12800 um^2
First-pass GRT wire length ............................................    113200 um
Final min period ......................................................     1.226 ns
Slew at the pin closest to its max-slew limit .........................     1.109 ns
Warnings from Yosys ...................................................            2
Filler cell count .....................................................         4914
Wire length per cell after detailed routing ...........................     29.40 um
FP Core Util ..........................................................       30.33%
Fin. Hold Viols .......................................................            0
Total standard cell area after synthesis ..............................   14090 um^2
Num ports .............................................................          187
Global Route Usage Sum ................................................       33.67%
Number of buffers added to fix hold violations after cts ..............            0
Crit path launch type ................................................. primary input
Endpoints left unconstrained ..........................................           32
Rows ..................................................................           79
Log Warnings ..........................................................          105
Total Die Area ........................................................   47840 um^2
Crit share post-route .................................................       122.6%
Biggest area consumer among synthesized cells .........................         ha_1
Fraction of layout instances using a drive strength above 1 ...........       11.03%
Remaining number of nets flagged by the antenna check after routing ...            0
Core area .............................................................   46460 um^2
CP Class .............................................................. primary input to output port
Setup slack after layout ..............................................   -0.2259 ns
HP Class .............................................................. primary input to output port
Final Slew Violations .................................................            0
Vias post-DR ..........................................................        16610
Final cell area excluding filler cells ................................   16830 um^2
Max Clk Rate ..........................................................   0.8158 GHz
Leak pwr ..............................................................     7.550 nW
Top cells, area ....................................................... ha_1 17%, mux2i_1 13%, a21oi_1 6.7%
Unique cell type count in the Yosys netlist ...........................           80
Cell count listed in synth_stat.txt ...................................         1983
Drc violations ........................................................            0
Iteration-0 DRC Markers ...............................................         1644
Violations in the final reports ....................................... setup timing
Placer's final routability congestion estimate ........................        1.043
Number of I/O port buffers ............................................          181
RSZ-0062 raised after global routing ..................................          yes
Vertical die size .....................................................     218.7 um
Status ................................................................ finished with violations
Setup violators final .................................................           34
Count of maximum capacitance violations ...............................            0
Pin count of the biggest net entering global routing ..................           71
Critical path arrival .................................................      1.03 ns
Largest register FFs ..................................................           32
Worst setup timing slack at the placement stage .......................   -0.4901 ns
Via density per instance ..............................................        6.085
====================================================================================
where the power goes:
group | total, mW | switching (mW) | leakage (nW) | internal, mW
Clock | 0.0000000421 | 0 | 0.00000922 | 0.0000000421
Combinational | 11.1 | 7.08 | 7.30 | 3.98
Sequential | 0.128 | 0.0106 | 0.255 | 0.117
Yosys cell counts, drive strengths merged, types with 5 or more instances:
cell     count
nor3        28
o22ai       18
or2          9
a22oi        9
o32a         8
nor3b        5
nor2       199
a21oi      188
o221ai      19
buf         57
clkbuf      78
nand2b       8
mux2        57
xnor2       17
o211ai      38
mux2i      193
o2111ai     10
nand2      237
inv         91
o21bai       6
dlxtn       32
a221o        5
fa          31
ha         186
nor4         9
a21o        13
o22a        18
mux4         8
a31oi       24
a211o        6
xor2         7
o21a         7
a221oi      16
o21ai      156
a211oi      32
or3          5
o311ai       6
nand4        6
a2111oi      8
o31ai       11
nor2b       28
and2        16
nand3       30
cell families after synthesis:
family,count (synthesis),share of synthesized area (%)
AOI/OAI and AO/OA,632,28.64
muxes,258,20.15
xor gates and xnor gates,24,1.492
latches,32,3.410
adders and majority gates,217,20.92
buffers and inverters,227,7.103
and+or+nand+nor,593,18.29
routing by layer:
metal | track usage, % | vias to the layer above | share of wire (%) | wire length (um)
met3 | 5.018 | 145 | 7.7 | 6197
met5 | 0 | - | 0 | 0
met4 | 12.96 | 0 | 4.8 | 3823
li1 | - | 7571 | - | -
met1 | 47.59 | 8121 | 44 | 34930
met2 | 51.68 | 768 | 44 | 35280
path summary, 6_finish.rpt:
check	end	slack (ns)	from	cells past startpoint
worst min-delay path	ern[2]	0.77	ern0[2]	3
worst max-delay path	ealu[30]	-0.23	ejal	5
critical path, stage by stage:
cell and delay (ns):
buf_16 0.14, buf_12 0.14, buf_12 0.13, mux2_4 0.30
buf_6 0.11
layout by cell type (no fill, tap or decap), types with 10 or more instances in the layout:
master             n
nand3_1           30
buf_6             13
nor2b_1           28
nor2_1           197
inv_1             89
o21ai_0          152
ha_1             186
nand2_1          237
buf_4             80
a211oi_1          32
o2111ai_1         10
fa_1              31
a31oi_1           24
a21o_1            13
dlxtn_1           32
xnor2_1           17
o211ai_1          38
and2_0            13
mux2i_1          177
mux2_4            34
nor3_1            28
o22a_1            18
o22ai_1           18
clkdlybuf4s50_1  109
o31ai_1           11
buf_2             34
a21oi_1          186
mux2_2            22
dlygate4sd2_1     29
o221ai_1          19
a221oi_1          15
stage by stage:
stage               setup TNS (ns)  hold WS [ns]  power, mW  instances  util (%)
finish                      -4.466        0.7733      11.19       2729     36.23
global route                -4.843        0.7944      11.90       2728     36.22
CTS                         -4.666        0.7701      10.91       2729     36.18
detailed placement          -17.07         1.275      10.80       2719     35.92
global placement            -16.78         1.273      10.82       2719     35.92
floorplan                 -0.09427        0.4622      6.450       1983         -
what timing repair did:
item / 4_1_cts / 5_1_grt
gates cloned: 3 / 0
setup endpoints to repair: 37 / 37
buffers inserted: 7 / 0
gates resized: 192 / 8
pin swaps: 5 / 0
layout make-up:
class,count,area share (%)
Tap cell,607,4.512
Antenna cell,1,0.01487
Inverter,92,2.052
Multi-Input combinational cell,1724,76.07
Sequential cell,32,2.855
Timing Repair Buffer,273,14.50
Power and IR drop assume default switching activity.
